**flow/run.sh**
```bash
#!/bin/bash
# OpenROAD 26Q1-2900-gdf79404cd8, Yosys 0.63+post, stock flow scripts
make -C /OpenROAD-flow-scripts/flow DESIGN_CONFIG=/design/flow/config.mk WORK_HOME=/design/flow/orfs finish
```
**flow/config.mk**
```make
export PLATFORM = sky130hd
export DESIGN_NAME = HazardDetection
export DESIGN_NICKNAME = HazardDetection
export VERILOG_FILES = /design/flow/design.v
export SDC_FILE = /design/flow/constraint.sdc
export NUM_CORES = 4
export LEC_CHECK = 1
export CORE_AREA = 10 10 76 76
export DIE_AREA = 0 0 86 86
```
**flow/constraint.sdc**
```tcl
current_design HazardDetection

set clk_period 1.9
set clk_io_pct 0.2

create_clock -name clk0 -period $clk_period

set non_clock_inputs [all_inputs -no_clocks]
set_input_delay [expr $clk_period * $clk_io_pct] -clock clk0 $non_clock_inputs
set_output_delay [expr $clk_period * $clk_io_pct] -clock clk0 [all_outputs]
```
**flow/design.v**
```verilog
`timescale 1ns / 1ps
module HazardDetection(Clk, R1, R2, WBWriteReg, MEWriteReg, EXWriteReg, EXMemRead, MEMemRead, IDType, IDCompare, IDPCSrc, MERegWrite, EXRegWrite, WBRegWrite, IFIDWrite, PCWrite, RD1Haz, RD2Haz, flush);
input [4:0] R1, R2, WBWriteReg, MEWriteReg, EXWriteReg; 
input [3:0] IDType; 
input EXMemRead, Clk, IDCompare, IDPCSrc, EXRegWrite, MERegWrite, WBRegWrite, MEMemRead; 
(* mark_debug = "true" *) output reg IFIDWrite, PCWrite, flush; 
output reg [1:0] RD1Haz, RD2Haz; 
always@ (R1, R2, IDType) begin  
   RD1Haz <= 0; 
   RD2Haz <= 0; 
   flush <= 0; 
   if((R1 == WBWriteReg) && (WBRegWrite == 1)) begin    
   RD1Haz <= 1; 
   end
   if((R2 == WBWriteReg) && (WBRegWrite == 1)) begin 
   RD2Haz <= 1; 
   end 
   if((R1 == MEWriteReg) && (MERegWrite == 1) && ((IDType == 7) || (IDType == 3) || (IDType == 8)) && (MEMemRead == 0)) begin 
   RD1Haz <= 2; 
   end 
   if((R2 == MEWriteReg) && (MERegWrite == 1) && ((IDType == 7) || (IDType == 3) || (IDType == 8)) && (MEMemRead == 0)) begin 
   RD2Haz <= 2; 
   end 
   if(IDType == 10 || IDType == 8) begin   
   flush <= 1;
   end 
   if((IDPCSrc == 1) && (IDCompare == 1)) begin  
   flush <= 1; 
   end 
   end
always@(EXWriteReg, EXMemRead) begin 
    IFIDWrite <= 1; 
    PCWrite <= 1;  
   if((R1 == EXWriteReg) && (EXMemRead == 1)) begin    
   IFIDWrite <= 0; 
   PCWrite <= 0; 
   end 
   if((R2 == EXWriteReg) && (EXMemRead == 1)) begin 
   IFIDWrite <= 0; 
   PCWrite <= 0; 
end    
   if((EXRegWrite == 1) && ((IDType == 7) || (IDType == 3) || (IDType == 8)) && (R1 == EXWriteReg))begin 
   IFIDWrite <= 0; 
   PCWrite <= 0; 
   end 
   if((EXRegWrite == 1) && ((IDType == 7) || (IDType == 3) || (IDType == 8)) && (R2 == EXWriteReg))begin 
   IFIDWrite <= 0; 
   PCWrite <= 0; 
   end 
   if((MERegWrite == 1) && ((IDType == 7) || (IDType == 3) || (IDType == 8)) && (R1 == MEWriteReg) && (MEMemRead == 1))begin 
   IFIDWrite <= 0; 
   PCWrite <= 0; 
   end 
   if((MERegWrite == 1) && ((IDType == 7) || (IDType == 3) || (IDType == 8)) && (R2 == MEWriteReg) && (MEMemRead == 1))begin 
   IFIDWrite <= 0; 
   PCWrite <= 0; 
   end 
end 
endmodule
```
==> qor.tcl <==
set qor(p_sw_w) 0.0000868
set qor(design.core.area_sq_um) 4120
set qor(overflow) 0
set qor(worst-path-buf-inv) 3
set qor(flop-count) 0
set qor(fmax_ghz) 0.521
set qor(antenna_found_initial) 2
set qor(slew_headroom_pct) 84.2
set qor(static_leakage_nw) 0.457
set qor(synth_sequential_area_ratio_pct) 0
set qor(final_cells) 166
set qor(worst-setup-path-type) {in2out}
set qor(p_clk_share_pct) 0
set qor(worst-endpoint-required_ns) 1.52
set qor(crit_fanout) 2
set qor(hold_ws_ns) 1.26
set qor(initial_utilization_pct) 10.4
set qor(syn-mean-instance-area_sq_um) 7.51
set qor(track_usage_pct) 5.19
set qor(post_dp_cell_area_sq_um) 996
set qor(timing.final.hold_violations) 0
set qor(seqCellArea_sq_um) 0
set qor(most_prevalent_standard_cell_on_the_critical_path) {buf_6}
set qor(critical_path.max_stage_delay_ns) 0.40
set qor(yosysWarningCount) 1
set qor(hpwl_um) 1870
set qor(synth.yosys.chip_area_sq_um) 428
set qor(grt_pass1_wl_um) 3140
set qor(vdd_ir_drop_max_mv) 0.0315
set qor(power.share.combinational_pct) 100.0
set qor(fin_crit_sh_pct) 101
set qor(internal_power_w) 0.000118
set qor(die_height_um) 86
set qor(final_area_sq_um) 1070
set qor(netlist_area_sq_um) 428
set qor(power_per_cell_area_nw_per_um2) 192
set qor(via_per_instance_ratio) 3.52
set qor(timing.critical_path.slowest_stage_cell) {or3b_4}
set qor(violated_checks) {setup timing}
set qor(area_growth_syn_to_layout_pct) 149
set qor(nFillCells) 438
set qor(vias_in_the_first_global_route) 632
set qor(post-route-min-period_ns) 1.92
set qor(die_footprint_sq_um) 7400
set qor(drt_wirelength_um) 2070
set qor(worst_pin_slew_ns) 0.236
set qor(clock_buffer_count) 0
set qor(power.sequential.fraction_pct) 0
set qor(syn_inst) 57
set qor(drt-initial-drc-count) 13
set qor(drt_first_pass_iters) 2
set qor(setup_ws_final_ns) -0.0206
set qor(remaining_drc_errors) 0
set qor(path_cells) {buf_6 > or3b_4 > o22ai_4 > buf_6 > a21oi_4 > a21oi_2 > a41oi_2 > buf_2}
set qor(final_antenna_net_count) 0
set qor(num_rows) 23
set qor(drive_gt1_share_pct) 47.4
set qor(report.power.total_w) 0.000205
set qor(drv_slew) 0
set qor(timing.max_cap.violations) 0
set qor(start_kind) {input port}
set qor(ioPinCount) 44
set qor(status) {complete, but fails checks}
set qor(placed_insts) 160
set qor(chipWidth_um) 86
set qor(ys_cells) 57
set qor(wire_length_per_cell_after_detailed_routing_um) 12.5
set qor(route.vias.total) 585
set qor(grt_setup_unrepaired) {true}
set qor(log.warning_count) 35
set qor(finalWeightedCongestion) 0.808
set qor(power_switching_share_pct) 42.4
set qor(buffer_ports.inserted) 43
set qor(synth.distinct_cells) 15
set qor(crit_end_element) {primary output}
set qor(grt_max_degree) 4
set qor(hold_path.class) {in2out}
set qor(setup_viol) 3
set qor(worst_ep_arrival_time_ns) 1.54
set qor(critical-path-top-delay-family) {simple AND/OR/NAND/NOR gates}
[layout make-up]
class,instances,area (sq um),area share (%)
Multi-Input combinational cell,56,527,49.4
Tap cell,50,62.6,5.87
Timing Repair Buffer,58,472,44.2
Antenna cell,2,5.00,0.469
[what timing repair did]
item                       4_1_cts  5_1_grt
setup endpoints to repair        7        6
gates resized                   96       14
pin swaps                       26       11
hold buffers                     0        0
setup buffers                    5        1
[routing by layer]
metal,global-route usage [%],part of all wire [%]
met1,5.99,38
met2,8.92,50
met3,2.57,12
met4,0,0
met5,0,0
[layout by cell type (no fill, tap or decap), types with 2 or more instances in the layout]
master / instances
buf_2: 11
buf_4: 13
buf_6: 6
clkbuf_2: 4
clkdlybuf4s15_1: 3
clkdlybuf4s50_1: 9
diode_2: 2
dlygate4sd2_1: 10
nand2_1: 3
nand2_2: 2
nand3_1: 4
nand3_2: 2
nor2_1: 2
nor3_2: 4
nor4_2: 2
xnor2_1: 8
xor2_1: 19
[cell families after synthesis]
group	synth area share, %
and+or+nand+nor	29.5
AOI/OAI and AO/OA	7.31
buffers and inverters	1.76
xor gates and xnor gates	61.4
[final timing paths]
path                   endpoint  startpoint  slack (ns)  cells after the start
worst max-delay path  IFIDWrite   IDType[2]       -0.02                      8
worst min-delay path  RD2Haz[0]       R2[0]        1.26                      6
[cells in the mapped netlist]
library cell,number,share of area [%]
xor2_1,20,41
a41oi_1,1,2.0
buf_4,1,1.8
nand3_1,6,7.0
nand2_1,4,3.5
nand2_2,1,1.5
xnor2_1,10,20
o22ai_2,1,2.9
nor2_1,2,1.8
nor3_2,1,2.3
nor4_1,2,2.9
a21oi_1,2,2.3
nor3_4,1,3.8
nor3_1,4,4.7
or3b_1,1,2.0
[metrics by stage]
| stage | utilization, % | setup WS [ns] | setup TNS, ns |
|---|---|---|---|
| after floorplan | - | 0.183 | 0 |
| after global placement | 24.2 | -0.711 | -4.37 |
| after detailed placement | 24.2 | -0.724 | -4.52 |
| after CTS | 24.9 | -0.0590 | -0.154 |
| after global routing | 25.9 | -0.0676 | -0.241 |
| final | 25.9 | -0.0206 | -0.0421 |
[power by group through the flow]
stage	Sequential [W]	Clock, W	Combinational [W]
CTS	0	0	0.000195
finish	0	0.000000000141	0.000205
global route	0	0.000000000141	0.000221
