[flow/design.v]
`timescale 1ns / 1ps
module Forward(EXRS, EXRT, MEWriteReg, WBWriteReg, EXType, METype, EXRegDst, EXMemFor, EXMemRead, WBMemWrite, MERegWrite, WBRegWrite, EXForAMux, EXForBMux);
input [4:0] EXRS, EXRT, MEWriteReg, WBWriteReg; 
input [3:0] EXType, METype; 
input EXRegDst, WBMemWrite, EXMemRead, MERegWrite, WBRegWrite; 
(* mark_debug = "true" *) output reg [1:0] EXForAMux, EXForBMux, EXMemFor; 
always@(EXRS, EXRT, MEWriteReg, WBWriteReg) begin 
    EXForAMux <= 0; 
    EXForBMux <= 0;
    EXMemFor <= 0; 
    if((EXType == 0) || (EXType == 5)) begin 
    if((EXRS == WBWriteReg) && (WBRegWrite == 1)) begin 
    EXForAMux <= 2'd2;
    end 
    if((EXRS == MEWriteReg) && (MERegWrite == 1)) begin 
    EXForAMux <= 1; 
    end
    if((EXRT == WBWriteReg)   && (WBRegWrite == 1)) begin 
    EXForBMux <= 2'd2;
    end
    if((EXRT == MEWriteReg) && (MERegWrite == 1)) begin 
    EXForBMux <= 1; 
    end
    end
    if((EXType == 2) || (EXType == 8)) begin 
    if((EXRS == WBWriteReg) && (WBRegWrite == 1)) begin 
    EXForAMux <= 2'd2;
    end 
    if((EXRS == MEWriteReg) && (MERegWrite == 1)) begin 
    EXForAMux <= 1; 
    end
    end 
    if(EXType == 4) begin 
    if((EXRT == WBWriteReg) && (WBRegWrite == 1)) begin 
    EXForAMux <= 2'd2;
    end 
    if((EXRT == MEWriteReg) && (MERegWrite == 1)) begin 
    EXForAMux <= 1; 
    end
    end
    if(EXType == 1) begin 
    if((EXRT == WBWriteReg) && (WBRegWrite == 1)) begin 
    EXForAMux <= 2'd2;
    end 
    if((EXRT == MEWriteReg) && (MERegWrite == 1)) begin 
    EXForAMux <= 1; 
    end
    if((EXRS == WBWriteReg) && (WBRegWrite == 1)) begin 
    EXForBMux <= 2'd2;
    end 
    if((EXRS == MEWriteReg) && (MERegWrite == 1)) begin 
    EXForBMux <= 1; 
    end
    end
    if (EXType == 6) begin 
    if ((EXRT == WBWriteReg) && (EXMemRead == 0) && (WBRegWrite == 1)) begin    
    EXMemFor <= 1; 
    end 
    if ((EXRT == MEWriteReg) && (EXMemRead == 0) && (MERegWrite == 1)) begin   
    EXMemFor <= 2; 
    end 
    if ((EXRS == MEWriteReg) && (MERegWrite == 1)) begin 
    EXForAMux <= 1; 
    end 
    if ((EXRS == WBWriteReg) && (WBRegWrite == 1)) begin
    EXForAMux <= 2; 
    end 
    end 
end
endmodule
[flow/run.sh]
#!/bin/bash
# OpenROAD 26Q1-2900-gdf79404cd8, Yosys 0.63+post, stock flow scripts
make -C /OpenROAD-flow-scripts/flow DESIGN_CONFIG=/design/flow/config.mk WORK_HOME=/design/flow/orfs finish
[flow/config.mk]
export PLATFORM = sky130hd
export DESIGN_NAME = Forward
export DESIGN_NICKNAME = Forward
export VERILOG_FILES = /design/flow/design.v
export SDC_FILE = /design/flow/constraint.sdc
export NUM_CORES = 4
export LEC_CHECK = 1
export CORE_AREA = 10 10 70 70
export DIE_AREA = 0 0 80 80
[flow/constraint.sdc]
current_design Forward

set clk_period 1.8
set clk_io_pct 0.2

create_clock -name clk0 -period $clk_period

set non_clock_inputs [all_inputs -no_clocks]
set_input_delay [expr $clk_period * $clk_io_pct] -clock clk0 $non_clock_inputs
set_output_delay [expr $clk_period * $clk_io_pct] -clock clk0 [all_outputs]
==> impl_metrics.yaml <==
# flow metrics
cells_and_area:
  final_cell_area_um2: 1120
  area_growth_pct: 143
  final_common_cell: "buf_4"
  flops: 0
  final_cell_mix: "22 x buf_4, 18 x buf_2, 9 x xor2_1, 9 x buf_6"
  layout-drive-gt1-share_pct: 64.5
  n_clock_buffer: 0
  fillCellCount: 363
  seq_area_um2: 0
grt:
  grt.busiest_layer: "met2"
  track_usage_pct: 6.16
  grtUsageMet1_pct: 8.83
  grt_max_degree: 8
  grt.overflow.total: 0
  antenna_found_initial: 0
  grt_use_met2_pct: 9.07
  grt.met3_usage_pct: 2.27
  grt_pass1_wl_um: 3360
  grt_pass1_vias: 742
sta:
  timing.final.ws_setup_ns: -0.319
  maxSlewViolCount: 0
  hold-worst-slack_ns: 1.25
  rsz0062_at_grt: "yes"
  min_period_over_period_pct: 118
  setup_tns_ns: -1.44
  worstMarginPinSlew_ns: 0.306
  setup_viol: 6
  finalHoldViolCount: 0
  fin_crit_ns: 2.12
  timing.fmax_mhz: 472
  slew_headroom_pct: 79.6
clock_tree:
  hold_buffers: 0
route:
  drc: 0
  dr.pass1.iters: 2
  antenna_cells: 0
  drt-initial-drc-count: 21
  drt_wl_total_um: 1970
  ant_nets: 0
  vias: 680
  viasPerCell: 4.00
  wl_per_cell_um: 11.6
power:
  power.density_nw_per_um2: 176
  total_power_uw: 197
  leakagePower_nw: 0.479
  ir_worst_vdd_mv: 0.0809
placement:
  gp_congestion: 0.848
  pre_cts_slack_ns: -1.07
  dp_hpwl_um: 1650
  io_buffers: 33
  placed_area_um2: 970
floorplanning:
  dieHeight_um: 80
  chipArea_um2: 6400
  die_w_um: 80
  ios: 39
  fp_util_pct: 13.5
  core_area_um2: 3420
  fp-row-count: 21
critical_path:
  startpoint_type: "input pin"
  end_kind: "output pin"
  cp_max_fo: 3
  cp.required_ns: 1.44
  critical_path_class: "in2out"
  crit_arrival_ns: 1.76
outcome:
  violations: "negative setup slack"
  run_status: "finished with violations"
run:
  cap_viol_max_count: 0
  warning_count: 40
yosys:
  syn_inst: 63
  yosysUniqueCellTypes: 24
  ys_sh_mux_pct: 2.17
  ys_seq_share_pct: 0
  yosys-stat-cells: 63
  top_area_cell: "xor2_1"
  synth-adder-area-share_pct: 0
  synthTopCellsByArea: "xor2_1 27%, xnor2_1 11%, nor4_2 8.1%, and3_1 5.4%, nand3_1 4.3%"
  avgSynthCellArea_um2: 7.33
  yosys-stat-area_um2: 462
  synth.comb.largest_family: "simple AND/OR/NAND/NOR gates"
  syn-cell-area_um2: 462
  synth-compound-area-share_pct: 20.1
  xor_share_pct: 37.9
  synth.top_cell.area_share_pct: 26.6
  synth_warnings: 1
  ys_sh_simple_pct: 39.8
worst_hold_path:
  min_path_type: "in2out"
## stage by stage
step                instances  util (%)
detailed placement        158      28.4
CTS                       170      32.4
floorplan                  63         -
finish                    170      32.9
global route              170      32.9
global placement          158      28.4
## layer usage
| metal | share of wire, % | routed length (um) | up-vias |
|---|---|---|---|
| met5 | 0 | 0 | - |
| met4 | 0 | 0 | 0 |
| met3 | 8.8 | 174 | 0 |
| met2 | 43 | 856 | 29 |
| met1 | 48 | 940 | 299 |
| li1 | - | - | 352 |
## cell usage after synthesis (all sizes together)
cell     number
o21a          2
nand4         1
a31oi         2
o32ai         1
nor3          5
or2           2
o22ai         2
nand3         5
nand2         3
o21ai         1
a21oi         2
mux2i         1
xnor2         6
nor4          3
or2b          1
a22oi         1
o21bai        1
and3          4
nor2          3
xor2         14
nand2b        2
a2bb2oi       1
## layout make-up
cell class                      instances  area [um2]  share of cell area, %
Tap cell                               46        57.6                   5.12
Timing Repair Buffer                   61         477                   42.4
Multi-Input combinational cell         63         589                   52.4
## power breakdown
group | total, mW | leakage, nW | switching (mW) | internal (mW)
Combinational | 0.197 | 0.479 | 0.0878 | 0.110
Clock | 0 | 0 | 0 | 0
Sequential | 0 | 0 | 0 | 0
## logic make-up after synthesis
kind of cell / after synthesis
mux: 1
compound gates: 13
xor+xnor: 20
simple gates: 29
## final timing paths
check,startpoint,endpoint,slack [ns],depth (start not counted)
worst max-delay path,MEWriteReg[2],EXForBMux[0],-0.32,10
worst min-delay path,EXType[3],EXForBMux[0],1.25,4
## critical path, cell delays in order
cell and delay [ns]:
buf_8 0.10, xor2_1 0.16, nor4_2 0.30, buf_4 0.17, nand3_4 0.08, buf_6 0.14
mux2i_1 0.17, a2bb2oi_2 0.08, nor3_2 0.09, buf_2 0.11
## timing repair
item | 4_1_cts | 5_1_grt
setup buffers | 13 | 0
gates resized | 129 | 7
pin swaps | 31 | 8
cloned | 0 | 0
setup endpoints to repair | 6 | 6
endpoints found under the hold margin | 0 | 0
Power is estimated from default activity; no workload was simulated.
